==> design.v <==
module MFM_index (clk50, index_l, led);
	input wire clk50;
	output reg index_l = 1;
	output reg led = 1;
	reg [31:0] delay = -1;
	always @(posedge clk50) begin
		if (delay[31]) begin
			if (index_l) begin
				index_l <= 0;
				led <= 0;
				delay <= 10_000 - 2;
			end
			else begin
				index_l <= 1;
				led <= 1;
				delay <= 823_335 - 2;
			end
		end
		else begin
			delay <= delay - 1;
		end
	end
endmodule
==> run.sh <==
#!/bin/bash
# OpenROAD 26Q1-2900-gdf79404cd8, Yosys 0.63+post, stock flow scripts
make -C /OpenROAD-flow-scripts/flow DESIGN_CONFIG=/design/flow/config.mk WORK_HOME=/design/flow/orfs finish
==> config.mk <==
export PLATFORM = sky130hd
export DESIGN_NAME = MFM_index
export DESIGN_NICKNAME = MFM_index
export VERILOG_FILES = /design/flow/design.v
export SDC_FILE = /design/flow/constraint.sdc
export NUM_CORES = 4
export LEC_CHECK = 1
export CORE_AREA = 10 10 96 96
export DIE_AREA = 0 0 106 106
==> constraint.sdc <==
current_design MFM_index

set clk_period 7.5
set clk_io_pct 0.2

create_clock -name clk0 -period $clk_period [get_ports {clk50}]

set non_clock_inputs [all_inputs -no_clocks]
set_input_delay [expr $clk_period * $clk_io_pct] -clock clk0 $non_clock_inputs
set_output_delay [expr $clk_period * $clk_io_pct] -clock clk0 [all_outputs]
==> impl_metrics.xml <==
<?xml version="1.0" encoding="UTF-8"?>
<metrics>
  <group name="synthesis">
    <metric name="synth_sequential_area_ratio" unit="%">43.58</metric>
    <metric name="syn-cell-area" unit="sq um">1539</metric>
    <metric name="post_synth_main_logic_family" unit="">simple AND/OR/NAND/NOR gates</metric>
    <metric name="yosys.area.top_type" unit="">sky130_fd_sc_hd__dfxtp_1</metric>
    <metric name="synthMuxAreaShare" unit="%">2.195</metric>
    <metric name="yosys.area.top_type_share" unit="%">41.63</metric>
    <metric name="syn_area_per_cell" unit="sq um">9.053</metric>
    <metric name="synth-warning-count" unit="">1</metric>
    <metric name="ys.flop_type" unit="">sky130_fd_sc_hd__dfxtp_1</metric>
    <metric name="post_synthesis_cell_count" unit="">170</metric>
    <metric name="aoi_share" unit="%">16.75</metric>
    <metric name="yosys.area_share.simple" unit="%">25.12</metric>
    <metric name="ys_cells" unit="">170</metric>
    <metric name="synth.area.top_cells" unit="">sky130_fd_sc_hd__dfxtp_1 42%, sky130_fd_sc_hd__or4_1 5.9%, sky130_fd_sc_hd__nor4_1 5.3%</metric>
    <metric name="async_set_or_reset_flop_fraction_in_the_synthesized_netlist" unit="%">0</metric>
    <metric name="ys_sh_adder" unit="%">0.8130</metric>
    <metric name="synth.distinct_cells" unit="">37</metric>
    <metric name="synth.top_cells.by_count" unit="">32 x sky130_fd_sc_hd__dfxtp_1, 13 x sky130_fd_sc_hd__a21oi_1, 13 x sky130_fd_sc_hd__nor2_1, 13 x sky130_fd_sc_hd__nor4_1, 12 x sky130_fd_sc_hd__or4_1</metric>
    <metric name="yosysChipArea" unit="sq um">1539</metric>
    <metric name="post-synth-top-count-cell" unit="">sky130_fd_sc_hd__dfxtp_1</metric>
    <metric name="flip_flops_with_a_built_in_enable" unit="">1</metric>
    <metric name="xor_area_share" unit="%">5.691</metric>
    <metric name="ys_seq_elements" unit="">33</metric>
  </group>
  <group name="job">
    <metric name="cap_violations" unit="">0</metric>
    <metric name="tool_warnings" unit="">25</metric>
  </group>
  <group name="die">
    <metric name="floorplan.die.width" unit="um">106</metric>
    <metric name="die_h" unit="um">106</metric>
    <metric name="floorplanUtilization" unit="%">21.33</metric>
    <metric name="ioPinCount" unit="">3</metric>
    <metric name="standard_cell_rows" unit="">31</metric>
    <metric name="chip_area" unit="sq um">11240</metric>
    <metric name="core_region_area" unit="sq um">7214</metric>
  </group>
  <group name="clock_network">
    <metric name="tritoncts" unit="">built</metric>
    <metric name="worstSkewPairLatency" unit="ns">0.28</metric>
    <metric name="cts_resized" unit="">0</metric>
    <metric name="post_cts_buffers" unit="">0</metric>
    <metric name="cts_max_level" unit="">2</metric>
    <metric name="cts_buffer_count" unit="">5</metric>
    <metric name="cts.path.max_buffers" unit="">2</metric>
    <metric name="cts.sink_count" unit="">33</metric>
    <metric name="clock_input_transition_at_the_sequential_cells_of_the_worst_setup_and_hold_paths" unit="ns">0.07</metric>
    <metric name="cts_hold_buffers" unit="">0</metric>
    <metric name="clock_tree.root_cell" unit="">sky130_fd_sc_hd__clkbuf_8</metric>
  </group>
  <group name="global_route">
    <metric name="grt_pass1_wl" unit="um">4864</metric>
    <metric name="global_route.usage.total" unit="%">4.970</metric>
    <metric name="grt_pass1_vias" unit="">1062</metric>
    <metric name="grt_max_degree" unit="">21</metric>
    <metric name="overflow" unit="">0</metric>
    <metric name="number_of_antenna_violations_at_the_first_check_in_global_routing" unit="">0</metric>
  </group>
  <group name="worst_setup_path">
    <metric name="data_required_time_of_the_critical_path" unit="ns">6.00</metric>
    <metric name="worstPathBufferInverterCount" unit="">1</metric>
    <metric name="worstPathArrival" unit="ns">1.19</metric>
    <metric name="crit_family" unit="">buffers and inverters</metric>
    <metric name="crit-reg2reg-launch" unit="">delay[0]</metric>
    <metric name="type_of_element_capturing_the_critical_path" unit="">output port</metric>
    <metric name="startpoint_type" unit="">register</metric>
    <metric name="path_class" unit="">reg2out</metric>
    <metric name="crit_chain" unit="">clkdlybuf4s50_1</metric>
    <metric name="critPathMaxStageDelay" unit="ns">0.50</metric>
    <metric name="timing.critical_path.from" unit="">index_l</metric>
    <metric name="timing.critical_path.slowest_stage_cell" unit="">sky130_fd_sc_hd__clkdlybuf4s50_1</metric>
    <metric name="worst-path-max-fanout" unit="">5</metric>
  </group>
  <group name="drt">
    <metric name="insertedDiodeCount" unit="">0</metric>
    <metric name="drt-vias-per-instance" unit="">4.389</metric>
    <metric name="top_layer" unit="">met4</metric>
    <metric name="drt_wl_total" unit="um">2741</metric>
    <metric name="routed-via-count" unit="">1163</metric>
    <metric name="drt-wirelength-per-cell" unit="um">10.34</metric>
    <metric name="dr_wl_met2" unit="um">1088</metric>
    <metric name="antenna_violating_nets_post_route" unit="">0</metric>
    <metric name="drtIter0Drc" unit="">62</metric>
    <metric name="met3WireLength" unit="um">116</metric>
    <metric name="dr.pass1.iters" unit="">4</metric>
    <metric name="wirelength_met1" unit="um">1512</metric>
    <metric name="route.detailed.drc" unit="">0</metric>
  </group>
  <group name="finish">
    <metric name="final_util" unit="%">23.85</metric>
    <metric name="fillers" unit="">800</metric>
    <metric name="post_route_cells_drive_above_1_share" unit="%">10.24</metric>
    <metric name="area_growth_syn_to_layout" unit="%">11.79</metric>
  </group>
  <group name="sta">
    <metric name="setup-violations-final" unit="">0</metric>
    <metric name="timing.slew.headroom" unit="%">58.85</metric>
    <metric name="unrepaired_setup_endpoints_after_global_routing" unit="">no</metric>
    <metric name="hold_ws" unit="ns">0.4694</metric>
    <metric name="fin_crit_sh" unit="%">35.91</metric>
    <metric name="final-hold-violation-count" unit="">0</metric>
    <metric name="slew_worst_pin" unit="ns">0.6140</metric>
    <metric name="setup_total_negative_slack" unit="ns">0</metric>
    <metric name="slew_viol_final" unit="">0</metric>
    <metric name="worst_clock_skew" unit="ns">0.004728</metric>
    <metric name="post-route-min-period" unit="ns">2.693</metric>
    <metric name="fmax" unit="GHz">0.3713</metric>
  </group>
  <group name="pwr">
    <metric name="power.density" unit="nW/um^2">186.9</metric>
    <metric name="static-leakage-power" unit="nW">0.6773</metric>
    <metric name="vdd_drop_max" unit="uV">130.8</metric>
  </group>
  <group name="worst_hold_path">
    <metric name="hp-class" unit="">reg2reg</metric>
    <metric name="timing.hold.worst.start" unit="">delay[29]</metric>
  </group>
  <group name="placement">
    <metric name="detailedPlacementHpwl" unit="um">1806</metric>
    <metric name="placement.io_buffers" unit="">2</metric>
    <metric name="place.gp.congestion" unit="">0.8021</metric>
  </group>
  <group name="run_status">
    <metric name="result_of_the_run" unit="">finished clean</metric>
  </group>
</metrics>
[metal layers]
| metal | vias to the layer above | GRT usage [%] |
|---|---|---|
| li1 | 628 | - |
| met1 | 519 | 7.151 |
| met2 | 12 | 7.244 |
| met3 | 4 | 1.713 |
| met4 | 0 | 0.6770 |
| met5 | - | 0 |
[worst paths after layout]
check	to	slack (ns)	cells after the start
max	index_l	4.81	1
min	delay[29]	0.47	2
max reg2reg	delay[23]	5.00	4
min reg2reg	delay[29]	0.47	2
[through the flow]
stage	instance area, sq um	total power [mW]	instances	worst slack (ns)
floorplan	1539	0.1799	170	5.092
global placement	1619	0.1799	257	5.033
global route	1720	0.3339	265	4.732
finish	1720	0.3215	265	4.807
detailed placement	1619	0.1799	257	5.045
CTS	1720	0.3259	265	4.786
[cells in the final DEF (no fill, tap or decap), drive strengths merged, types with 2 or more instances in the layout]
master         netlist  layout
or3                  9       9
clkdlybuf4s50        0       2
or2                  2       2
o31a                 5       5
a21oi               13      13
xnor2                8       8
clkbuf              12       7
o31ai                8       8
a31oi                2       2
or4                 13      13
inv                  5       5
nor2b                3       3
nor3                 2       2
nor4                13      13
a21boi               3       3
o21ai                4       4
dfxtp               32      32
nand2                3       3
mux2                 3       3
nor2                13      13
xor2                 2       2
[registers in the layout (all words and copies together), names as in the netlist]
name / flops
delay: 32
index_l: 1
[cell type report]
cell class / instances / area (sq um) / area share (%)
multi-input cells: 117 / 778.2 / 45.24
flip-flops and latches: 33 / 670.6 / 38.98
well taps: 99 / 123.9 / 7.200
clock buffers: 7 / 96.34 / 5.600
repair buffers: 3 / 27.53 / 1.600
inverters: 5 / 18.77 / 1.091
clock inverters: 1 / 5.005 / 0.2909
[cells by family (layout without fill, tap and decap cells)]
kind of cell,after synthesis,after routing
xor gates and xnor gates,10,10
adders and majority gates,1,1
AOI/OAI and AO/OA,39,39
and+or+nand+nor,64,64
DFF,33,33
muxes,3,3
buffers and inverters,20,16
[where the power goes]
part	switching, mW	total [mW]	internal (mW)
combinational	0	0.000000354	0
clock	0.0627	0.146	0.0829
sequential	0	0.176	0.176
Power is estimated from default activity; no workload was simulated.
