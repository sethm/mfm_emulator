<file path="/design/flow/design.v">
module MFM_data(clk50, index_l, data_h);
	input wire clk50;
	input wire index_l;
	output reg data_h;
	reg [7:0] bit_cell_delay;
	reg [7:0] mfm_pulse_delay;
	reg [15:0] mfm_data;
	reg [7:0] char_count;
	initial begin
		data_h <= 0;
		bit_cell_delay <= 8'd8;
		mfm_pulse_delay <= 8'h84;
		char_count <= 8'd14;  
		mfm_data <= 16'h24A9;
	end
	always @(posedge clk50) begin
		if (bit_cell_delay[7]) begin
			bit_cell_delay <= 8'd8;
			mfm_pulse_delay <= 8'h84;
			mfm_data <= mfm_data << 1;
			char_count <= char_count - 8'd1;
			if (char_count[7]) begin
				char_count <= 8'd14;
				mfm_data <= 16'h24A9;
			end
		end else begin
			bit_cell_delay <= bit_cell_delay - 8'd1;
			mfm_pulse_delay <= mfm_pulse_delay - 8'd1;
		end
		data_h <= mfm_data[15] & mfm_pulse_delay[7];
	end
endmodule
</file>
<file path="/design/flow/run.sh">
#!/bin/bash
# OpenROAD 26Q1-2900-gdf79404cd8, Yosys 0.63+post, stock flow scripts
make -C /OpenROAD-flow-scripts/flow DESIGN_CONFIG=/design/flow/config.mk WORK_HOME=/design/flow/orfs finish
</file>
<file path="/design/flow/config.mk">
export PLATFORM = sky130hd
export DESIGN_NAME = MFM_data
export DESIGN_NICKNAME = MFM_data
export VERILOG_FILES = /design/flow/design.v
export SDC_FILE = /design/flow/constraint.sdc
export NUM_CORES = 4
export LEC_CHECK = 1
export CORE_UTILIZATION = 40
</file>
<file path="/design/flow/constraint.sdc">
current_design MFM_data

set clk_period 2.7
set clk_io_pct 0.2

create_clock -name clk0 -period $clk_period [get_ports {clk50}]

set non_clock_inputs [all_inputs -no_clocks]
set_input_delay [expr $clk_period * $clk_io_pct] -clock clk0 $non_clock_inputs
set_output_delay [expr $clk_period * $clk_io_pct] -clock clk0 [all_outputs]
</file>
==> impl_metrics.toml <==
# synthesis and place-and-route metrics
[yosys]
ys_sh_simple_pct = 20.95
synth.area.top_cells = "edfxtp_1, dfxtp_1, nor2b_1"
yosys-top-cells-count = "edfxtp_1, dfxtp_1, nor2b_1"
yosysChipArea_sq_mm = 0.001630
synth_cell_types = 31
ff_type = "edfxtp_1"
yosys.area.top_type_share_pct = 44.21
top_area_cell = "edfxtp_1"
adder_share_pct = 2.302
most_common_cell = "edfxtp_1"
synth.cell_area_sq_mm = 0.001630
ys_cells = 131
xor_share_pct = 3.223
numSynthFlops = 41
avgSynthCellArea_sq_um = 12.45
async_flop_share_pct = 0
synthCells = 131
muxShareOfSynthArea_pct = 0.6140
synth-edff-count = 24
seq_area_frac_synth_pct = 65.08
synthAoiAreaFrac_pct = 4.988
synth_warnings = 1
logic_family = "simple AND/OR/NAND/NOR gates"

[place]
gp_congestion = 0.7439
port_buffers = 1
placed_cell_area_sq_mm = 0.001684
hpwl_um = 1203

[die]
die_w_um = 65.84
die_area_sq_mm = 0.004335
row_count = 22
core_sq_mm = 0.003771
die_h_um = 65.84
fp_util_pct = 43.23
boundaryPins = 3

[drt]
drcViolationCount = 0
vias_per_cell = 4.897
routedWlPerCell_um = 10.94
drt_iter0_markers = 57
antenna_cells = 0
ant_nets = 0
drtPass1Iterations = 4
totalWireLength_um = 2024
vias = 906

[cts]
cts_resized = 0
cts_buffers = 5
clkSinkCount = 41
cts_setup_buffers = 0
cts_root_buffer = "clkbuf_8"
hold_buffers = 0
cts_tree = "yes"
worstSkewPairLatency_ns = 0.28
clkSlewWorstSetupHoldPaths_ns = 0.07
cts_buffer_depth = 2
ctsHtreeMaxLevel = 2

[critical_path]
cp-start-kind = "flop"
critPathLaunch = "char_count[0]"
arrival_ns = 1.94
cp-end-kind = "flop"
crit_fanout = 4
regToRegSetupSlack_ns = 0.89
regToRegEndpoint = "char_count[6]"
required_ns = 2.82
criticalPathCategory = "reg -> reg"
endpoint = "char_count[6]"
r2r-start = "char_count[0]"
rr_worst_depth = 5

[timing]
tns_ns = 0
hold_viol_final = 0
skew_ns = 0.005679
worst_pin_slew_ns = 0.6576
report.final.slew_viol_count = 0
rsz0062_at_grt = "false"
setup-violations-final = 0
max_freq_ghz = 0.5518
layout_min_cycle_time_ns = 1.812
relSlewSlack_pct = 56.16
finalClockPeriodUsage_pct = 67.12

[global_route]
top_usage_layer = "met1"
grtUsageTotal_pct = 11.84
grt_pass1_vias = 841
antenna_found_initial = 0
gr-usage-met3_pct = 4.895
grt.met1_usage_pct = 20.35
grt.overflow.total = 0
grt_max_degree = 25
use_met2_pct = 15.43
grt_pass1_wl_um = 3663

[run]
maxCapViolCount = 0
warnings = 26

[pwr]
p_total_w = 0.001045
peakVddDrop_mv = 0.2812
power.density_mw_per_mm2 = 588.9
power.leakage_nw = 0.7455

[final_layout]
fin_area_sq_mm = 0.001774
area_growth_pct = 8.826
fillers = 333
layout-drive-gt1-share_pct = 8.029
utilization_pct = 47.05

[worst_hold_path]
hold_path.class = "reg -> reg"

[run_status]
status = "complete, no violations"
## cell type report
class / count / area (sq um) / share of cell area [%]
inverters: 6 / 22.52 / 1.269
repair buffers: 2 / 17.52 / 0.9873
flip-flops and latches: 41 / 1061 / 59.80
well taps: 48 / 60.06 / 3.385
multi-input cells: 80 / 523.0 / 29.48
clock buffers: 8 / 90.09 / 5.078
## cells in the final DEF (no fill, tap or decap), types with 2 or more instances in the layout
| cell | instances |
|---|---|
| a21oi_1 | 7 |
| clkbuf_1 | 2 |
| clkbuf_8 | 6 |
| dfxtp_1 | 17 |
| edfxtp_1 | 24 |
| ha_1 | 3 |
| inv_1 | 6 |
| nand2_1 | 2 |
| nand2b_1 | 7 |
| nor2_1 | 8 |
| nor2b_1 | 10 |
| nor3b_1 | 2 |
| nor4_1 | 2 |
| o21ai_0 | 3 |
| o31ai_1 | 3 |
| or2_1 | 3 |
| or2_2 | 4 |
| or3_1 | 7 |
| or4_1 | 4 |
| xnor2_1 | 3 |
| xor2_1 | 3 |
## worst max-delay path, cell delays in order, from the launching register on
cell      delay, ns
edfxtp_1       0.41
inv_1          0.08
ha_1           0.18
or3b_1         0.41
or4_1          0.42
a21oi_1        0.15
## through the flow
stage	hold WS [ns]	cells	worst slack, ns
2_1_floorplan	0.4071	131	1.055
4_1_cts	0.4354	185	0.8793
3_3_place_gp	0.4212	177	0.9956
3_5_place_dp	0.4254	177	0.8962
5_1_grt	0.4581	185	0.8036
6_report	0.4318	185	0.8877
## state kept, by name, summed over array words and instances (netlist names)
name and flops:
data_h 1, char_count 8, bit_cell_delay 8, mfm_pulse_delay 8
mfm_data 16
## cell families after synthesis
logic type	count (synthesis)
simple gates	56
flops	41
mux	1
xor+xnor	6
compound gates	14
buf+inv	10
fa+ha+maj	3
## routing by layer
layer / wire (um) / up-vias
met5: 0 / -
met4: 19 / 0
met3: 89 / 2
met2: 822 / 13
met1: 1093 / 420
li1: - / 471
## power by group
part	leakage [nW]	internal, W	switching, W
sequential	0.416	0.000654	0
clock	0.0455	0.000208	0.000183
combinational	0.284	0	0
## how the worst min path moves through the flow
stage                              start            endpoint  slack, ns  cells past startpoint
after CTS             mfm_pulse_delay[0]  mfm_pulse_delay[0]       0.44                      1
after global routing  mfm_pulse_delay[0]  mfm_pulse_delay[0]       0.46                      1
final                 mfm_pulse_delay[0]  mfm_pulse_delay[0]       0.43                      1
Power is estimated from default activity; no workload was simulated.
